==> design/flow/design.v <==
module DisplayMux(
input wire[4:0] Display_Select,
input wire Display_Enable_L,
			input wire[4:0] RF_a, RF_b, RF_c,
			input wire RF_WRITE,
			input wire [31:0] RegFileRegisterToView,
			input wire[31:0] PC, IR_Out, RA, RB, RZ, RM, RY,
			input wire[1:0] C_Select, B_Select, MA_Select, Extend_select, Y_Select,
			input wire [2:0]Stage,
			input wire [1:0] InstructionFormat,
			input wire [7:0] ALU_Op,
			input wire [31:0] ALU_out,
			input wire [31:0] OP_Code, ImmediateBlock_Out,
			input wire [31:0] MuxB_Out,
			input wire [31:0] CCR_Out,
			input wire [1:0] PC_Select, INC_Select,
			input wire[31:0] PC_Temp,
			input wire IR_Enable, PC_Enable, RA_Enable, RB_Enable, RZ_Enable, RM_Enable, RY_Enable, MEM_Read,
			input wire [31:0] MEM_Data_Out,
			input wire [31:0] MemoryAddress,
	output reg[31:0] HexDisplay32Bits
);
wire [31:0] AddressRF;
		assign AddressRF[31:24] = {3'd0,RF_a[4:0]}; 
		assign AddressRF[23:16] = {3'd0,RF_b[4:0]}; 
		assign AddressRF[15:8] = 8'h00;
		assign AddressRF[7:0] = {3'd0,RF_c[4:0]}; 
wire [31:0] ControlSignals_Enables;
		assign ControlSignals_Enables[3:0] = 	{3'b0,IR_Enable}; 	 
		assign ControlSignals_Enables[7:4] = 	{3'b0,PC_Enable}; 	 
		assign ControlSignals_Enables[11:8] = 	{3'b0,RA_Enable}; 	 
		assign ControlSignals_Enables[15:12] = {3'b0,RB_Enable};  
		assign ControlSignals_Enables[19:16] = {3'b0,RZ_Enable};  
		assign ControlSignals_Enables[23:20] = {3'b0,RM_Enable}; 	 
		assign ControlSignals_Enables[27:24] = {3'b0,RY_Enable};  
		assign ControlSignals_Enables[31:28] = {3'b0,MEM_Read};	 
wire [31:0] ControlSignals_Selects;
		assign ControlSignals_Selects[3:0] = 	{3'b0,MEM_Read}; 
		assign ControlSignals_Selects[7:4] = 	{2'b0,MA_Select};
		assign ControlSignals_Selects[11:8] = 	{2'b0,Y_Select};
		assign ControlSignals_Selects[15:12] = {2'b0,B_Select}; 
		assign ControlSignals_Selects[19:16] = {2'b0,Extend_select}; 
		assign ControlSignals_Selects[23:20] = {2'b0,C_Select};
		assign ControlSignals_Selects[27:24] = {2'b0,INC_Select}; 	
		assign ControlSignals_Selects[31:28] = {2'b0,PC_Select};	
wire [31:0] ConditionControlFlags;
		assign ConditionControlFlags[3:0] = {3'b0,CCR_Out[0]};  
		assign ConditionControlFlags[7:4] = {3'b0,CCR_Out[1]};  
		assign ConditionControlFlags[11:8] = {3'b0,CCR_Out[2]};  
		assign ConditionControlFlags[15:12] = {3'b0,CCR_Out[3]};  
		assign ConditionControlFlags[19:16] = {3'b0,CCR_Out[4]};  
		assign ConditionControlFlags[23:20] = {3'b0,CCR_Out[5]};  
		assign ConditionControlFlags[27:24] = {3'b0,CCR_Out[6]};  
		assign ConditionControlFlags[31:28] = 0;	
always @(*) 
	begin
		if	(Display_Enable_L)  
			begin
				HexDisplay32Bits = 16'h0FF0;  
			end
		else if(~Display_Enable_L)  
		begin
			case(Display_Select)
 0:  HexDisplay32Bits = Stage[2:0]; 
 1:	 HexDisplay32Bits = PC[31:0]; 
 2:	 HexDisplay32Bits = IR_Out[31:0];  
 3:  HexDisplay32Bits = ConditionControlFlags[31:0]; 
 4:  HexDisplay32Bits = AddressRF[31:0]; 
 5:	 HexDisplay32Bits = RA[31:0]; 
 6:	 HexDisplay32Bits = RB[31:0]; 
 7:	 HexDisplay32Bits = RZ[31:0]; 
 8:	 HexDisplay32Bits = RM[31:0]; 
 9:	 HexDisplay32Bits = RY[31:0]; 
 10: HexDisplay32Bits = CCR_Out[31:0]; 
 11: HexDisplay32Bits = MEM_Data_Out[31:0]; 
 12: HexDisplay32Bits = PC_Temp[31:0]; 
 13: HexDisplay32Bits = ALU_out;
 14: HexDisplay32Bits = ControlSignals_Enables; 
 15: HexDisplay32Bits = INC_Select; 
				 16: HexDisplay32Bits = C_Select[1:0]; 
 17: HexDisplay32Bits = OP_Code[31:0]; 
 18: HexDisplay32Bits = ImmediateBlock_Out[31:0]; 
 19: HexDisplay32Bits = InstructionFormat[1:0]; 
 20: HexDisplay32Bits = {1'd0,Stage[2:0],20'd0, ALU_Op[7:0]}; 
 21: HexDisplay32Bits = MuxB_Out[31:0]; 
				 22: HexDisplay32Bits = RF_WRITE; 
 23: HexDisplay32Bits = RegFileRegisterToView; 
 24: HexDisplay32Bits = MemoryAddress;
 25: HexDisplay32Bits = ControlSignals_Selects;  
				default: 
					HexDisplay32Bits = 16'hDEAD; 
			endcase
		end
	end
endmodule
==> design/flow/run.sh <==
#!/bin/bash
# OpenROAD 26Q1-2900-gdf79404cd8, Yosys 0.63+post, stock flow scripts
make -C /OpenROAD-flow-scripts/flow DESIGN_CONFIG=/design/flow/config.mk WORK_HOME=/design/flow/orfs finish
==> design/flow/config.mk <==
export PLATFORM = sky130hd
export DESIGN_NAME = DisplayMux
export DESIGN_NICKNAME = DisplayMux
export VERILOG_FILES = /design/flow/design.v
export SDC_FILE = /design/flow/constraint.sdc
export NUM_CORES = 4
export LEC_CHECK = 1
export CORE_AREA = 10 10 236 236
export DIE_AREA = 0 0 246 246
==> design/flow/constraint.sdc <==
current_design DisplayMux

set clk_period 8.3
set clk_io_pct 0.2

create_clock -name clk0 -period $clk_period

set non_clock_inputs [all_inputs -no_clocks]
set_input_delay [expr $clk_period * $clk_io_pct] -clock clk0 $non_clock_inputs
set_output_delay [expr $clk_period * $clk_io_pct] -clock clk0 [all_outputs]
==> writeup.txt <==
Per the detail_route log, met2 wirelength is 31400 µm. The normalized max-slew margin came out at 0.292. Per STA, the startpoint of the critical path is Display_Select[0].

The number of global-route vias before repair is 9529. In this run, distinct cell masters in the synthesized netlist total 61. Fraction of layout cells with a size suffix above 1: 0.0774. The ratio of final minimum period to clock period works out to 0.834. The run gives 0 ns as the final sum of negative setup slack.

The final timing report gives a worst setup slack of 1.37 ns. The count of standard-cell rows is 82. With the horizontal die size at 246 µm, the via density per instance is 4.67.

The final route contains 8682 vias. For this run, the detailed router's first-pass iteration total came to 5. Entering global routing, the biggest net connects 40 pins. According to the I/O placement log, the pin count is 601. From the final report, the count of setup violators was given as 0. Static timing analysis puts the maximum clock frequency at 0.144 GHz. Area occupied by registers: 0 µm².

Setup repair after global routing left no endpoint under its margin. In the synthesized netlist, the number of instances is 599. Per the detail_route report, routed wire per instance is 35.3 µm. Summed over all instances, the cell type with the most area after synthesis is sky130_fd_sc_hd__a22oi_1.

According to the floorplan report, the die height is 246 µm. Yosys reports that the most numerous cell types are sky130_fd_sc_hd__a22oi_1, sky130_fd_sc_hd__buf_2, sky130_fd_sc_hd__mux2i_1. The most numerous cell in the Yosys netlist is sky130_fd_sc_hd__a22oi_1. The final layout contains routed wiring with a total length of 65600 µm. With the number of sequential cells in the layout at 0, the share of the yosys chip area belonging to registers is 0. Sorting the synthesized cells by area gives the leading types as sky130_fd_sc_hd__a22oi_1, sky130_fd_sc_hd__mux2i_1, sky130_fd_sc_hd__and3_1, sky130_fd_sc_hd__buf_2, sky130_fd_sc_hd__a22o_1. The run gives 3.81 nW for the static leakage. For the warning count from the yosys run, the log shows 1. Setup slack at placement: 1.38 ns. Nets still carrying antenna violations after routing amount to 0. With the standard cell core area at 50400 µm², the synthesized area per cell is 7.13 µm².

The number of antenna violations at the first check in global routing was 12. With the global routing usage summed across all routing layers at 0.206, the post-cts repair resize count is 0. With the met3 wirelength from detailed routing at 6200 µm, the number of design rule violations left after detail routing is 0.

The run gives 0 as the final number of hold-violating endpoints. STA classifies the critical path startpoint as an input pin. Detailed placement finished with a half-perimeter wire length of 54600 µm. The run finished with clean final reports. The top metal layer carrying routed signals was met5.

For the worst setup path, the data arrival time is 5.27 ns. The worst setup path is of the in -> out kind. The kind of end point of the critical path was an output port. The proportion of netlist area held by the largest area contributor works out to 0.239.

The count of input and output buffers works out to 601. For the global-route congestion overflow total, the log shows 0. In this run the post-CTS setup repair buffer count came out at 0. After synthesis, the design contains 599 cells according to Yosys.

Across all stage logs, warnings added up to 32. The run gives 0 for the max-capacitance violation count. Note that the worst hold path type here is in -> out. The clock period minus final worst setup slack was 6.93 ns; the routability congestion estimate was 1.00.

With the chip footprint at 60500 µm², the worst-path maximum fanout is 27. The first routing iteration left 698 violations. Clock buffer instance count of the final layout: 0. The run gives 162% for the layout overhead on the synthesized area. The post-CTS hold buffer count recorded in the log is 0. The number of slew-limit violations in the final report is 0, and the transition at the pin with the smallest max-transition slack is 1.06 ns.

Dividing total power by cell area gives a power density of 45.4 nW/µm². At the worst endpoint, the required time is 6.64 ns. In this run the VDD rail shows a maximum IR drop of 19.0 µV.

The first global-routing pass estimated 84200 µm of wire. The launch point of the worst hold path was RB[4]. With the area figure in the yosys stat output at 4270 µm², the initial core utilization is 0.0847. The routed metal-1 wire length came out at 25300 µm.

The synthesized netlist occupies a cell area of 4270 µm².
## cell type report
type / count / area (µm²)
fillers: 5589 / 39200
multi-input cells: 525 / 3960
well taps: 672 / 841
inverters: 4 / 15.0
repair buffers: 647 / 6340
diodes: 10 / 25.0
## report_power, final
group | total, mW | leakage [nW] | internal [mW] | switching, mW
Clock | 0.0000000336 | 0.0000660 | 0.0000000336 | 0
Combinational | 0.507 | 3.81 | 0.316 | 0.191
Sequential | 0 | 0 | 0 | 0
Total | 0.507 | 3.81 | 0.316 | 0.191
## per-layer routing
layer	track usage	vias to the layer above
li1	-	3737
met3	0.0570	97
met1	0.246	4177
met2	0.350	669
met4	0.0715	2
met5	0	-
## cell usage in the layout, fill, tap and decap left out, types with 13 or more instances in the layout
cell type	instances
sky130_fd_sc_hd__a22oi_1	136
sky130_fd_sc_hd__a21oi_1	18
sky130_fd_sc_hd__a221oi_1	19
sky130_fd_sc_hd__a22o_1	23
sky130_fd_sc_hd__a31oi_1	16
sky130_fd_sc_hd__and3_1	38
sky130_fd_sc_hd__buf_4	46
sky130_fd_sc_hd__mux2i_1	43
sky130_fd_sc_hd__nand4_1	13
sky130_fd_sc_hd__and4_1	13
sky130_fd_sc_hd__clkdlybuf4s50_1	597
sky130_fd_sc_hd__nand2_1	29
## critical path, stage by stage
cell,delay (ns)
sky130_fd_sc_hd__buf_2,0.47
sky130_fd_sc_hd__buf_4,0.49
sky130_fd_sc_hd__nand2b_1,0.40
sky130_fd_sc_hd__nor2_4,0.74
sky130_fd_sc_hd__buf_4,0.39
sky130_fd_sc_hd__a22oi_1,0.13
sky130_fd_sc_hd__and4_1,0.26
sky130_fd_sc_hd__a41oi_1,0.17
sky130_fd_sc_hd__clkdlybuf4s50_1,0.50
## per-stage QoR
step           instance area [µm²]  power (mW)  hold slack, ns  cells   util
2_1_floorplan                 4270       0.104            3.38    599      -
3_3_place_gp                 11200       0.510            4.27   1848  0.221
3_5_place_dp                 11200       0.508            4.28   1848  0.221
4_1_cts                      11200       0.511            4.29   1848  0.221
5_1_grt                      11200       0.532            4.33   1850  0.222
6_report                     11200       0.507            4.29   1858  0.222
## cell families after synthesis
kind of cell,Yosys count,synth area share
buf+inv,74,0.0891
compound gates,294,0.530
simple gates,178,0.253
mux,53,0.127
## path summary, 6_finish.rpt
path	to	depth (start not counted)
worst min-delay path	HexDisplay32Bits[4]	4
worst max-delay path	HexDisplay32Bits[26]	9
Power is estimated from default activity; no workload was simulated.
