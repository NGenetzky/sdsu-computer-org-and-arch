File: ./run.sh
#!/bin/bash
# OpenROAD 26Q1-2900-gdf79404cd8, Yosys 0.63+post, stock flow scripts
make -C /OpenROAD-flow-scripts/flow DESIGN_CONFIG=/design/flow/config.mk WORK_HOME=/design/flow/orfs finish
File: ./design.v
module DisplayAllHex(
	input [31:0] HexDisplay32Bits,
	output [6:0] toHex0,toHex1,toHex2,toHex3,toHex4,toHex5,toHex6,toHex7
	);
reg [3:0] displayAtHex0, displayAtHex1, displayAtHex2, displayAtHex3, displayAtHex4, displayAtHex5,displayAtHex6, displayAtHex7; 
always @(HexDisplay32Bits)
	begin
		displayAtHex0 = HexDisplay32Bits[3:0];
		displayAtHex1 = HexDisplay32Bits[7:4];
		displayAtHex2 = HexDisplay32Bits[11:8];
		displayAtHex3 = HexDisplay32Bits[15:12];
		displayAtHex4 = HexDisplay32Bits[19:16];
		displayAtHex5 = HexDisplay32Bits[23:20];
		displayAtHex6 = HexDisplay32Bits[27:24];
		displayAtHex7 = HexDisplay32Bits[31:28];
	end
SevenSegmentDisplayDecoder uHEX0	(.ssOut_L(toHex0[6:0]), .nIn(displayAtHex0[3:0]));
SevenSegmentDisplayDecoder uHEX1	(.ssOut_L(toHex1[6:0]), .nIn(displayAtHex1[3:0]));
SevenSegmentDisplayDecoder uHEX2	(.ssOut_L(toHex2[6:0]), .nIn(displayAtHex2[3:0]));
SevenSegmentDisplayDecoder uHEX3	(.ssOut_L(toHex3[6:0]), .nIn(displayAtHex3[3:0]));
SevenSegmentDisplayDecoder uHEX4	(.ssOut_L(toHex4[6:0]), .nIn(displayAtHex4[3:0]));
SevenSegmentDisplayDecoder uHEX5	(.ssOut_L(toHex5[6:0]), .nIn(displayAtHex5[3:0]));
SevenSegmentDisplayDecoder uHEX6	(.ssOut_L(toHex6[6:0]), .nIn(displayAtHex6[3:0]));
SevenSegmentDisplayDecoder uHEX7	(.ssOut_L(toHex7[6:0]), .nIn(displayAtHex7[3:0]));
endmodule
module SevenSegmentDisplayDecoder(ssOut,ssOut_L , nIn);
  output reg [6:0] ssOut;
  output reg [6:0] ssOut_L;
  input [3:0] nIn;
  always @(nIn)
  begin
    case (nIn)
      4'h0: ssOut = 7'b0111111;
      4'h1: ssOut = 7'b0000110;
      4'h2: ssOut = 7'b1011011;
      4'h3: ssOut = 7'b1001111;
      4'h4: ssOut = 7'b1100110;
      4'h5: ssOut = 7'b1101101;
      4'h6: ssOut = 7'b1111101;
      4'h7: ssOut = 7'b0000111;
      4'h8: ssOut = 7'b1111111;
      4'h9: ssOut = 7'b1100111;
      4'hA: ssOut = 7'b1110111;
      4'hB: ssOut = 7'b1111100;
      4'hC: ssOut = 7'b0111001;
      4'hD: ssOut = 7'b1011110;
      4'hE: ssOut = 7'b1111001;
      4'hF: ssOut = 7'b1110001;
      default: ssOut = 7'b1001001;
    endcase
	 ssOut_L = ~ssOut;
	end
endmodule
File: ./constraint.sdc
current_design DisplayAllHex

set clk_period 1.3
set clk_io_pct 0.2

create_clock -name clk0 -period $clk_period

set non_clock_inputs [all_inputs -no_clocks]
set_input_delay [expr $clk_period * $clk_io_pct] -clock clk0 $non_clock_inputs
set_output_delay [expr $clk_period * $clk_io_pct] -clock clk0 [all_outputs]
File: ./config.mk
export PLATFORM = sky130hd
export DESIGN_NAME = DisplayAllHex
export DESIGN_NICKNAME = DisplayAllHex
export VERILOG_FILES = /design/flow/design.v
export SDC_FILE = /design/flow/constraint.sdc
export NUM_CORES = 4
export LEC_CHECK = 1
export CORE_UTILIZATION = 30
==> impl_metrics.py <==
# Metrics from the implementation run
metrics = {
    "place": {
        "io_buffers": 88,
        "gp_congestion": 0.881,
        "hpwl_mm": 4.42,
        "place_area_um2": 3290,
        "dp.cells": 484,
    },
    "worst_setup_path": {
        "path_delay_family": "buffers and inverters",
        "slowest_delay_ns": 0.26,
        "slowest_stage": "mux2_4",
        "timing.critical_path.mode_cell": "buf_6",
        "cp_data_arrival_time_ns": 1.25,
        "crit_type": "in2out",
        "worstPathMaxFanout": 3,
        "cp.required_ns": 1.04,
        "crit_chain": "buf_8 -> buf_6 -> ha_4 -> buf_6 -> mux2_4 -> nand2_2 -> o31ai_2 -> buf_2",
        "critPathBufInv": 4,
        "end_kind": "output pin",
        "startpoint_type": "input pin",
    },
    "outcome": {
        "status": "finished, violations left",
        "violations": "negative setup slack",
    },
    "drt": {
        "remaining_drc_errors": 0,
        "drtPass1Iterations": 4,
        "antenna_cells": 0,
        "vias": 2769,
        "drtIter0Drc": 68,
        "drtAntennaViolNets": 0,
        "wl_mm": 8.31,
        "via_per_inst": 5.11,
        "routedWlPerCell_um": 15.3,
    },
    "sta": {
        "clock.fmax_mhz": 661,
        "setup_viol": 52,
        "finalCritPeriodShare_pct": 116,
        "max-slew-margin-rel_pct": 83.9,
        "slew_violations": 0,
        "hold_ws_ns": 0.855,
        "rsz0062_at_grt": "true",
        "worst_pin_slew_ns": 0.235,
        "setup_slack_ns": -0.213,
        "hold_viol": 0,
        "period_needed_ns": 1.51,
    },
    "layout": {
        "final_cell_count_no_fill": 542,
        "nClkBuffers": 0,
        "final_cell_mix": "67 x buf_6, 67 x buf_2, 59 x buf_4, 40 x ha_4",
        "ff_count": 0,
        "seq_area_um2": 0,
        "drive_above_1_share_pct": 79.0,
        "design_area_um2": 4840,
        "syn2layout_area_growth_pct": 159,
        "post-route-util_pct": 81.3,
    },
    "synth": {
        "adder_share_pct": 26.8,
        "netlist_area_um2": 1870,
        "synth_xor_xnor_area_share_pct": 0,
        "simple_gate_share_pct": 23.2,
        "ys_seq_share_pct": 0,
        "logic_family": "AND-OR/OR-AND gates",
        "synth_warnings": 2,
        "compound_area_share_pct": 30.8,
        "syn_inst": 265,
        "ys_chip_area_um2": 1870,
        "ys_cells": 265,
        "synth_cell_types": 31,
        "ys_sh_mux_pct": 8.97,
        "syn_area_per_cell_um2": 7.05,
    },
    "die": {
        "num_rows": 28,
        "fp_util_pct": 31.4,
        "die_w_um": 80.9,
        "io_pins": 88,
        "core-area_um2": 5960,
        "chip_area_um2": 6550,
        "fp.dieH_um": 80.9,
    },
    "worst_hold_path": {
        "hold_end": "toHex2[1]",
        "hold_class": "in2out",
        "hold_start": "HexDisplay32Bits[9]",
        "hold_depth": 4,
    },
    "global_route": {
        "grtUsageTotal_pct": 21.9,
        "grt_pass1_vias": 2619,
        "grt_pass1_wl_mm": 11.7,
        "grt_start_max_net_pins": 10,
        "grt_overflow_total": 0,
        "antenna_found_initial": 0,
    },
    "power": {
        "p_leak_uw": 0.00221,
        "ir_drop_uv": 242,
        "p_per_area_nw_per_um2": 332,
        "total_power_uw": 1610,
    },
    "flow_run": {
        "warning_count": 66,
        "max-cap-violations": 0,
    },
    "cts": {
        "cts.hold.buffers_added": 0,
    },
}
-- power breakdown --
part / internal [µW] / switching [µW]
clock network: 0 / 0
registers: 0 / 0
logic: 927 / 680
total: 927 / 680
-- repair_timing --
item / 4_1_cts / 5_1_grt
gates cloned: 2 / 0
resized: 599 / 80
endpoints found under the setup margin: 56 / 55
hold endpoints to repair: 0 / 0
setup buffers: 43 / 19
pin swaps: 84 / 66
-- through the flow --
step	worst slack [ns]	TNS [ns]
after floorplan	0.00693	0
after global routing	-0.255	-6.90
final	-0.213	-5.00
after CTS	-0.207	-4.30
after global placement	-1.02	-49.24
after detailed placement	-1.04	-49.21
-- worst max path at each step --
stage / start / to / depth (start not counted)
final: HexDisplay32Bits[9] / toHex2[5] / 8
after CTS: HexDisplay32Bits[5] / toHex1[0] / 8
after global routing: HexDisplay32Bits[9] / toHex2[5] / 8
-- cell families after synthesis --
logic type / count (synthesis)
mux: 16
fa+ha+maj: 40
compound gates: 84
buf+inv: 41
simple gates: 84
-- layer usage --
layer / up-vias / track usage [%] / share of wire [%]
met5: - / 0 / 0
met4: 0 / 2.32 / 2.0
met3: 18 / 1.03 / 3.5
met2: 69 / 38.7 / 48
met1: 1313 / 30.3 / 46
li1: 1369 / - / -
-- synthesized netlist by cell type (all sizes together) --
cell     count  area (µm²)
and2         3        18.8
a211oi       3        22.5
a21oi        8        40.0
ha          40         500
nand2b      12        75.1
clkbuf       2        7.51
nor3         1        5.00
o211ai       4        30.0
a21o         1        7.51
a22o        10        87.6
nand3        5        25.0
a31oi        5        31.3
a32o         5        50.1
o2bb2ai      1        8.76
o21bai       1        7.51
inv         25        93.8
a21boi       2        15.0
or3b         5        43.8
o32ai       10        87.6
nor2b       16         100
o21ai       27         135
o31ai        7        52.6
mux2i       10         100
mux2         6        67.6
nor2        24        97.6
nand2       18        67.6
buf         14        91.3
-- final cells by class --
class,count,area [µm²]
timing repair buffer,218,1900
inverter,25,216
multi-input combinational,224,2630
tap,75,93.8
fill,278,1120
Power figures rest on the tool's default switching activity, not on a simulated workload.
